==> design.v <==
`timescale	1ns/10ps
module LZC #(
	parameter width = 8,
	parameter word = 4
	)(
	input wire CLK,
	input wire RST_N,
	input wire MODE,
	input wire IVALID,
	input wire [width-1:0] DATA,
	output reg OVALID,
	output reg [8:0] ZEROS
);
	parameter INPUT = 1'b0;
	parameter OUTPUT = 1'b1;
	integer i;
	wire have_one;
	reg state, state_next;
	reg findOne, flag;
	reg already_have_one;
	reg [8:0] zero_cnt;
	reg [5:0] WORDS;
	assign have_one = (findOne) ? 1 : 0;
	always @(posedge CLK or negedge RST_N) begin
		if (!RST_N) begin
			state <= INPUT;
			ZEROS <= 0;
			OVALID <= 0;
			WORDS <= 0;
			flag <= 0;
			already_have_one <= 0;
		end	else begin
			state <= state_next;
			if (IVALID) begin
				WORDS <= WORDS + 1;
				ZEROS <= ZEROS + ((already_have_one) ? 0 : zero_cnt);
				already_have_one <= (have_one) ? 1 : already_have_one;
			end
			if (state_next == OUTPUT) begin
				OVALID <= 1;
			end else begin
				OVALID <= 0;
			end
			if (state == OUTPUT) begin
				ZEROS <= 0;
				WORDS <= 0;
				already_have_one <= 0;
			end
		end
	end
	always @* begin
		if (IVALID) begin
			zero_cnt = 0;
			findOne = 0;
			for (i = width-1; i >= 0; i = i - 1) begin
				if (!findOne && DATA[i] == 0) begin
					zero_cnt = zero_cnt + 1;
				end else begin
					findOne = 1;
				end
			end
		end
	end
	always @* begin
		case (state)
			INPUT: begin
				if (!IVALID) begin
					state_next = INPUT;
				end else begin
					if ((MODE && (have_one || already_have_one)) || WORDS == word - 1) begin
						state_next = OUTPUT;
					end else begin
						state_next = INPUT;
					end
				end
			end
			OUTPUT: begin
				state_next = INPUT;
			end
		endcase
	end
endmodule
==> run.sh <==
#!/bin/bash
# OpenROAD 26Q1-2900-gdf79404cd8, Yosys 0.63+post, stock flow scripts
make -C /OpenROAD-flow-scripts/flow DESIGN_CONFIG=/design/flow/config.mk WORK_HOME=/design/flow/orfs finish
==> config.mk <==
export PLATFORM = sky130hd
export DESIGN_NAME = LZC
export DESIGN_NICKNAME = LZC
export VERILOG_FILES = /design/flow/design.v
export SDC_FILE = /design/flow/constraint.sdc
export NUM_CORES = 4
export LEC_CHECK = 1
export CORE_AREA = 10 10 93 93
export DIE_AREA = 0 0 103 103
==> constraint.sdc <==
current_design LZC

set clk_period 3.7
set clk_io_pct 0.2

create_clock -name clk0 -period $clk_period [get_ports {CLK}]

set non_clock_inputs [all_inputs -no_clocks]
set_input_delay [expr $clk_period * $clk_io_pct] -clock clk0 $non_clock_inputs
set_output_delay [expr $clk_period * $clk_io_pct] -clock clk0 [all_outputs]
==> impl_metrics.env <==
# flow metrics
export IMPL_untimed_endpoints=6
export IMPL_edf_count=0
export IMPL_min_to="WORDS[1]$_DFFE_PN0P_"
export IMPL_setup_violations=0
export IMPL_layout_min_cycle_time_ns=2.39
export IMPL_slew_headroom=0.482
export IMPL_cp_required_ns=2.96
export IMPL_avgSynthCellArea_um2=9.07
export IMPL_cts_resized=0
export IMPL_vias_per_cell=4.51
export IMPL_rrSetupSlack_ns=1.45
export IMPL_flop_cell="dfrtp_1"
export IMPL_unclocked_regs=9
export IMPL_synthAdderAreaFrac=0.128
export IMPL_drtPass1Iterations=4
export IMPL_powerDensity_nw_per_um2=341
export IMPL_slowest_delay_ns=0.80
export IMPL_diodes=0
export IMPL_vias=1258
export IMPL_gp_congestion=0.826
export IMPL_topCellsByArea="dfrtp_1, ha_1, dlxtp_1"
export IMPL_grt_pass1_vias=1204
export IMPL_yosys_stat_area_um2=1610
export IMPL_grt_max_degree=23
export IMPL_drt_initial_drc_count=49
export IMPL_clk_pin_slew_ns=0.06
export IMPL_fp_coreArea_um2=6760
export IMPL_hold_path_class="reg2reg"
export IMPL_drt_wirelength_per_cell_um=11.4
export IMPL_fp_utilization=0.238
export IMPL_reg2reg_from="already_have_one$_DFFE_PN0P_"
export IMPL_dp_hpwl_mm=2.49
export IMPL_drive_gt1_frac=0.0402
export IMPL_grt_overflow_total=0
export IMPL_rsz0062_at_grt="false"
export IMPL_p_clk_frac=0.206
export IMPL_critPathCaptureType="output port"
export IMPL_grtUsageTotal=0.0625
export IMPL_reg2reg_to="ZEROS[8]$_DFFE_PN0P_"
export IMPL_die_area_um2=10600
export IMPL_synth_area_mux_share=0.0499
export IMPL_clockBufferDepth=2
export IMPL_status="finished clean"
export IMPL_power_share_switching=0.333
export IMPL_grt_met2_usage=0.101
export IMPL_synth_top_cell_area_share=0.265
export IMPL_met3_usage=0.0135
export IMPL_die_h_um=103
export IMPL_grt_pass1_wl_mm=5.51
export IMPL_cts_hold_buf=0
export IMPL_num_rows=30
export IMPL_fillers=713
export IMPL_dpl_instance_area_um2=1900
export IMPL_synthArstFlopShare=0.654
export IMPL_antenna_left=0
export IMPL_holdWs_ns=0.552
export IMPL_hold_violations=0
export IMPL_cts_tree="done"
export IMPL_leakagePower_nw=0.851
export IMPL_crit_type="reg2out"
export IMPL_antenna_found_initial=0
export IMPL_ys_warn_count=1
export IMPL_met1_usage=0.0871
export IMPL_die_w_um=103
export IMPL_clock_latency_ns=0.25
export IMPL_synth_area_um2=1610
export IMPL_busiest_layer="met2"
export IMPL_slowest_stage="dfrtp_1"
export IMPL_p_sw_w=0.000221
export IMPL_path_delay_family="flip-flops"
export IMPL_tightestPinTransition_ns=0.774
export IMPL_p_seq_frac=0.438
export IMPL_crit_chain="clkdlybuf4s50_1"
export IMPL_syn_inst=177
export IMPL_drc=0
export IMPL_hold_depth=2
export IMPL_start_kind="register"
export IMPL_synthToLayoutAreaGrowth_pct=21.2
export IMPL_finalInstanceArea_um2=1950
export IMPL_synthAoiAreaFrac=0.137
export IMPL_synth_xor_area_share=0.0764
export IMPL_drt_total_wl_mm=3.18
export IMPL_synth_flops=26
export IMPL_worst_clock_skew_ns=0.00134
export IMPL_p_int_w=0.000442
export IMPL_htreeDepth=1
export IMPL_post_cts_setup_buffers=0
export IMPL_cp_num_buf_inv=1
export IMPL_fin_util=0.288
export IMPL_cts_buffers=3
export IMPL_final_cell_mix="clkdlybuf4s50_1, nor2_1, dfrtp_1, ha_1, nand2_1"
export IMPL_io_pins=22
export IMPL_fin_tns_setup_ns=0
export IMPL_period_used=0.645
export IMPL_clock_fmax_mhz=419
export IMPL_port_buffers=21
export IMPL_logic_family="simple AND/OR/NAND/NOR gates"
export IMPL_synthDistinctLibCells=42
export IMPL_power_frac_comb=0.356
export IMPL_warnings=25
export IMPL_cap_violations=0
export IMPL_top_area_cell="dfrtp_1"
export IMPL_ys_cells=177
export IMPL_crit_fanout=22
export IMPL_reg2regPathDepth=9
export IMPL_cp_data_arrival_time_ns=1.65
export IMPL_slew_viol_final=0
export IMPL_simple_gate_area_frac=0.222
export IMPL_min_from="WORDS[1]$_DFFE_PN0P_"
export IMPL_lay_top_count="clkdlybuf4s50_1"
export IMPL_ir_drop_mv=0.123
export IMPL_cts_root_buf="clkbuf_8"
## metrics by stage
stage,cells,power (W),setup WS [ns]
finish,279,0.000663,1.31
global route,279,0.000725,1.22
CTS,279,0.000674,1.30
detailed placement,275,0.000533,1.27
global placement,275,0.000531,1.27
floorplan,179,0.000421,1.72
## cell families (layout without fill, tap and decap cells)
family | after synthesis | in the layout
latches | 9 | 9
other | 1 | 3
DFF | 17 | 17
xor gates and xnor gates | 14 | 14
and+or+nand+nor | 64 | 64
buffers and inverters | 13 | 33
AOI/OAI and AO/OA | 35 | 35
adders and majority gates | 16 | 16
muxes | 8 | 8
## per-layer routing
metal / routed length, um / up-vias
met5: 0 / -
met2: 1410 / 21
met1: 1560 / 567
met3: 183 / 2
met4: 23 / 0
li1: - / 668
## cells in the mapped netlist, drive strengths merged, types with 2 or more instances
cell type,number
o21ai,10
ha,14
nor4,4
xnor2,10
a21o,2
nor2,20
o31a,2
inv,7
a21oi,10
clkbuf,3
dfrtp,17
o211ai,3
nand3,2
nand4,3
nor2b,11
xor2,4
nor4b,2
or3,2
o21a,2
mux2i,8
buf,3
nand2b,4
dlxtp,9
nand2,12
## state kept, by name (all words and copies together), names as in the netlist
| name | cells |
|---|---|
| ZEROS | 9 |
| OVALID | 1 |
| WORDS | 6 |
| zero_cnt | 8 |
| already_have_one | 1 |
| findOne | 1 |
## power by group through the flow
stage	logic, W	clock network, W	registers, W
after CTS	0.000240	0.000143	0.000291
after global routing	0.000274	0.000152	0.000299
final	0.000236	0.000137	0.000290
## layout make-up
class	count	area, um^2	area share
Tap cell	80	100	0.0514
Sequential cell	26	561	0.288
Multi-Input combinational cell	140	996	0.512
Inverter	7	26.3	0.0135
Timing Repair Buffer	22	218	0.112
Clock buffer	4	45.0	0.0232
## tightest hold or removal path, cell delays in order, from the launching register on
cell	delay (ns)
dfrtp_1	0.36
mux2i_1	0.07
nor2_1	0.08
## how the worst max path moves through the flow
stage / from / endpoint / slack (ns) / cells past startpoint
CTS: OVALID$_DFF_PN0_ / OVALID / 1.30 / 1
global route: OVALID$_DFF_PN0_ / OVALID / 1.22 / 1
finish: OVALID$_DFF_PN0_ / OVALID / 1.31 / 1
No activity file was given, so power comes from the tool's default toggle rates.
